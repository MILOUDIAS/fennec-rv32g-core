## design/flow/design.v

```verilog
`timescale 1ns/1ps
package core_pkg;
  typedef enum logic [6:0] {
    OPCODE_R_TYPE         = 7'b0110011,
    OPCODE_I_TYPE_ALU     = 7'b0010011,
    OPCODE_I_TYPE_LOAD    = 7'b0000011,
    OPCODE_S_TYPE         = 7'b0100011,
    OPCODE_B_TYPE         = 7'b1100011,
    OPCODE_U_TYPE_LUI     = 7'b0110111,
    OPCODE_U_TYPE_AUIPC   = 7'b0010111,
    OPCODE_J_TYPE         = 7'b1101111,
    OPCODE_J_TYPE_JALR    = 7'b1100111
  } opcode_t;
  typedef enum logic [1:0] {
    ALU_OP_LOAD_STORE     = 2'b00,
    ALU_OP_BRANCHES       = 2'b01,
    ALU_OP_MATH           = 2'b10
  } alu_op_t ;
  typedef enum logic [2:0] {
    F3_ADD_SUB = 3'b000,
    F3_SLL     = 3'b001,
    F3_SLT     = 3'b010,
    F3_SLTU    = 3'b011,
    F3_XOR     = 3'b100,
    F3_SRL_SRA = 3'b101,
    F3_OR      = 3'b110,
    F3_AND     = 3'b111
  } funct3_t;
  typedef enum logic [2:0] {
    F3_BEQ  = 3'b000,
    F3_BNE  = 3'b001,
    F3_BLT  = 3'b100,
    F3_BGE  = 3'b101,
    F3_BLTU  = 3'b110,
    F3_BGEU  = 3'b111
  } branch_funct3_t;
  typedef enum logic [2:0] {
    F3_WORD = 3'b010,
    F3_BYTE = 3'b000,
    F3_BYTE_U = 3'b100,
    F3_HALFWORD = 3'b001,
    F3_HALFWORD_U = 3'b101
  } load_store_funct3_t;
  typedef enum logic [6:0] {
    F7_SLL_SRL  = 7'b0000000,
    F7_SRA  = 7'b0100000
  } shifts_f7_t;
  typedef enum logic [6:0] {
    F7_ADD  = 7'b0000000,
    F7_SUB  = 7'b0100000
  } rtype_f7_t;
  typedef enum logic [3:0] {
    ALU_ADD = 4'b0000,
    ALU_SUB = 4'b0001,
    ALU_AND = 4'b0010,
    ALU_OR = 4'b0011,
    ALU_SLL = 4'b0100,
    ALU_SLT = 4'b0101,
    ALU_SRL = 4'b0110,
    ALU_SLTU = 4'b0111,
    ALU_XOR = 4'b1000,
    ALU_SRA = 4'b1001
  } alu_control_t;
  typedef struct packed {
    logic [31:0] data;
    logic valid;
  } write_back_t;
endpackage
`timescale 1ns/1ps
module signext (
    input logic [24:0] raw_src,
    input logic [2:0] imm_source,
    output logic [31:0] immediate
);
always_comb begin
    case (imm_source)
        3'b000 : immediate = {{20{raw_src[24]}}, raw_src[24:13]};
        3'b001 : immediate = {{20{raw_src[24]}},raw_src[24:18],raw_src[4:0]};
        3'b010 : immediate = {{20{raw_src[24]}},raw_src[0],raw_src[23:18],raw_src[4:1],1'b0};
        3'b011 : immediate = {{12{raw_src[24]}}, raw_src[12:5], raw_src[13], raw_src[23:14], 1'b0};
        3'b100 : immediate = {raw_src[24:5],12'b000000000000};
        default: immediate = 32'd0;
    endcase
end
endmodule
```

## design/flow/run.sh

```bash
#!/bin/bash
# OpenROAD 26Q1-2900-gdf79404cd8, Yosys 0.63+post, stock flow scripts
make -C /OpenROAD-flow-scripts/flow DESIGN_CONFIG=/design/flow/config.mk WORK_HOME=/design/flow/orfs finish
```

## design/flow/config.mk

```make
export PLATFORM = sky130hd
export DESIGN_NAME = signext
export DESIGN_NICKNAME = signext
export VERILOG_FILES = /design/flow/design.v
export SDC_FILE = /design/flow/constraint.sdc
export NUM_CORES = 4
export LEC_CHECK = 1
export CORE_AREA = 10 10 70 70
export DIE_AREA = 0 0 80 80
```

## design/flow/constraint.sdc

```tcl
current_design signext

set clk_period 2.4
set clk_io_pct 0.2

create_clock -name clk0 -period $clk_period

set non_clock_inputs [all_inputs -no_clocks]
set_input_delay [expr $clk_period * $clk_io_pct] -clock clk0 $non_clock_inputs
set_output_delay [expr $clk_period * $clk_io_pct] -clock clk0 [all_outputs]
```

==> metrics.csv <==
metric;value;unit
power-per-cell-area;178;nW/um^2
top_area_cell;a21oi_1;
synth.yosys.warnings;1;
finalMaxSlewViolations;0;
drive_gt1_share;17.1;%
hold_depth;4;
timing.final.crit_share;96.1;%
detailroute.via_count;763;
grt_start_max_net_pins;13;
final_core_utilization;36.6;%
detail_route.wirelength;2.74;mm
number_of_warnings_in_the_stage_logs;33;
synth_top_cell_by_count;a21oi_1;
dpl-instance-area;1190;sq um
yosysUniqueCellTypes;18;
report.final.setup_viol;0;
seq_cell_count;0;
rsz0062_at_grt;no;
area_growth;153;%
totalPowerFinal;0.223;mW
register_share_after_synthesis;0;%
netlist_logic_family_top;AND-OR/OR-AND gates;
gr-usage-all-layers;7.83;%
max_cap_viol_count;0;
critPathArrivalTime;1.83;ns
initial_antenna_violation_count;0;
stdcell_area;1250;sq um
place_congestion;0.745;
viasPerCell;4.10;
floorplan.die.height;80;um
antennaDiodeCount;0;
yosysChipArea;494;sq um
syn-instance-count;73;
post_synth.cell_area_avg;6.77;sq um
irDropWorstVdd;67.8;uV
synthesis.area;494;sq um
finalCriticalPeriod;2.31;ns
drt.antenna.violating_nets;0;
dp_hpwl;2.23;mm
pin_count;60;
synth-simple-area-share;22.5;%
top_cells_by_area;a21oi_1 (16%), a21o_1 (15%), mux2i_1 (12%);
seq_area;0;sq um
tightestPinTransition;0.284;ns
ys_sh_mux;12.2;%
final-hold-violation-count;0;
clock_buffer_count;0;
critical_path_class;input port to output pin;
slew-limit-headroom;81.0;%
compound_area_share;45.8;%
remaining_drc_errors;0;
fp-row-count;21;
first_iter_violations;36;
xor_area_share;5.57;%
critical_path.max_fanout;3;
outcome;complete, no violations;
max_clock_freq;433;MHz
hold_start;imm_source[2];
synth-adder-area-share;0;%
synth_stat.cells;73;
finalHoldWorstSlack;1.50;ns
timing.critical_path.from_type;input port;
leakagePower;0.584;nW
initial_core_util;14.5;%
first_global_vias;718;
min_delay_worst_endpoint;immediate[4];
die_w;80;um
floorplan_die_area;6400;sq um
grt_remaining_overflow;0;
crit_path_capture_type;output pin;
grt_first_pass_wirelength;4.09;mm
post_synth_most_frequent_cells;a21oi_1 (16), a21o_1 (10), nor2b_1 (9), o22ai_1 (8), mux2i_1 (6);
firstDrtPassIters;4;
detail_route.wl_per_cell;14.7;um
hold_class;input port to output pin;
worst_ep_required_time;1.92;ns
core-area;3420;sq um
port-buffer-count;60;
cts_hold_repair.buffers;0;
top_area_share;16.2;%
critical path, stage by stage:
cell	delay [ns]
clkdlybuf4s50_1	0.51
mux2i_1	0.09
a211oi_1	0.23
clkdlybuf4s50_1	0.52
routing by layer:
metal  up-vias  part of all wire, %  track usage [%]
met4         0                    0                0
li1        398                    -                -
met1       350                   40             9.65
met5         -                    0                0
met2        15                   55             14.2
met3         0                  5.6             1.82
timing repair:
item / CTS / global route
resized: 15 / 11
cloned: 1 / 1
endpoints found under the setup margin: 25 / 15
pin swaps: 3 / 4
setup buffers: 2 / 1
hold endpoints to repair: 0 / 0
logic make-up after synthesis:
| family | after synthesis |
|---|---|
| multiplexers | 6 |
| XOR/XNOR | 1 |
| buffers and inverters | 11 |
| AND-OR/OR-AND | 37 |
| AND/OR/NAND/NOR | 18 |
power by group:
part / total, mW / leakage, nW / switching (mW) / internal (mW)
sequential: 0 / 0 / 0 / 0
clock: 0 / 0 / 0 / 0
combinational: 0.223 / 0.584 / 0.0725 / 0.151
per-stage QoR:
stage	worst slack (ns)	instances	setup TNS, ns
global placement	-0.204	181	-4.06
finish	0.0928	186	0
floorplan	0.831	73	0
detailed placement	-0.200	181	-3.99
CTS	-0.0504	184	-0.0919
global route	0.0102	186	0
worst max-delay path by stage:
stage	cells after the start	to	slack, ns	start
final	4	immediate[11]	0.09	raw_src[13]
after global routing	4	immediate[11]	0.01	raw_src[13]
after CTS	6	immediate[14]	-0.05	raw_src[24]
cells in the final DEF (no fill, tap or decap), drive strengths merged:
cell	count
o21ai	1
xor2	1
a31o	1
nor3b	1
o22ai	8
clkdlybuf4s50	49
a211oi	1
a21o	10
inv	1
buf	16
dlygate4sd2	6
and2	2
nor2b	9
mux2i	6
dlymetal6s2s	2
a21oi	16
clkbuf	4
nor3	1
nor2	5
layout make-up:
class / count / area (sq um)
multi-input combinational: 62 / 434
fill: 348 / 2160
inverter: 1 / 3.75
timing repair buffer: 77 / 756
tap: 46 / 57.6
Power figures rest on the tool's default switching activity, not on a simulated workload.
