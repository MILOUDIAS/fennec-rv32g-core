[design/flow/config.mk]
export PLATFORM = sky130hd
export DESIGN_NAME = regfile
export DESIGN_NICKNAME = regfile
export VERILOG_FILES = /design/flow/design.v
export SDC_FILE = /design/flow/constraint.sdc
export NUM_CORES = 4
export LEC_CHECK = 1
export CORE_UTILIZATION = 50
[design/flow/constraint.sdc]
current_design regfile

set clk_period 19.2
set clk_io_pct 0.2

create_clock -name clk0 -period $clk_period [get_ports {clk}]

set non_clock_inputs [all_inputs -no_clocks]
set_input_delay [expr $clk_period * $clk_io_pct] -clock clk0 $non_clock_inputs
set_output_delay [expr $clk_period * $clk_io_pct] -clock clk0 [all_outputs]
[design/flow/design.v]
`timescale 1ns/1ps
package core_pkg;
  typedef enum logic [6:0] {
    OPCODE_R_TYPE         = 7'b0110011,
    OPCODE_I_TYPE_ALU     = 7'b0010011,
    OPCODE_I_TYPE_LOAD    = 7'b0000011,
    OPCODE_S_TYPE         = 7'b0100011,
    OPCODE_B_TYPE         = 7'b1100011,
    OPCODE_U_TYPE_LUI     = 7'b0110111,
    OPCODE_U_TYPE_AUIPC   = 7'b0010111,
    OPCODE_J_TYPE         = 7'b1101111,
    OPCODE_J_TYPE_JALR    = 7'b1100111
  } opcode_t;
  typedef enum logic [1:0] {
    ALU_OP_LOAD_STORE     = 2'b00,
    ALU_OP_BRANCHES       = 2'b01,
    ALU_OP_MATH           = 2'b10
  } alu_op_t ;
  typedef enum logic [2:0] {
    F3_ADD_SUB = 3'b000,
    F3_SLL     = 3'b001,
    F3_SLT     = 3'b010,
    F3_SLTU    = 3'b011,
    F3_XOR     = 3'b100,
    F3_SRL_SRA = 3'b101,
    F3_OR      = 3'b110,
    F3_AND     = 3'b111
  } funct3_t;
  typedef enum logic [2:0] {
    F3_BEQ  = 3'b000,
    F3_BNE  = 3'b001,
    F3_BLT  = 3'b100,
    F3_BGE  = 3'b101,
    F3_BLTU  = 3'b110,
    F3_BGEU  = 3'b111
  } branch_funct3_t;
  typedef enum logic [2:0] {
    F3_WORD = 3'b010,
    F3_BYTE = 3'b000,
    F3_BYTE_U = 3'b100,
    F3_HALFWORD = 3'b001,
    F3_HALFWORD_U = 3'b101
  } load_store_funct3_t;
  typedef enum logic [6:0] {
    F7_SLL_SRL  = 7'b0000000,
    F7_SRA  = 7'b0100000
  } shifts_f7_t;
  typedef enum logic [6:0] {
    F7_ADD  = 7'b0000000,
    F7_SUB  = 7'b0100000
  } rtype_f7_t;
  typedef enum logic [3:0] {
    ALU_ADD = 4'b0000,
    ALU_SUB = 4'b0001,
    ALU_AND = 4'b0010,
    ALU_OR = 4'b0011,
    ALU_SLL = 4'b0100,
    ALU_SLT = 4'b0101,
    ALU_SRL = 4'b0110,
    ALU_SLTU = 4'b0111,
    ALU_XOR = 4'b1000,
    ALU_SRA = 4'b1001
  } alu_control_t;
  typedef struct packed {
    logic [31:0] data;
    logic valid;
  } write_back_t;
endpackage
`timescale 1ns/1ps
module regfile (
    input logic clk,
    input logic rst_n,
    input logic [4:0] address1,
    input logic [4:0] address2,
    output logic [31:0] read_data1,
    output logic [31:0] read_data2,
    input logic write_enable,
    input logic [31:0] write_data,
    input logic [4:0] address3
);
reg [31:0] registers [0:31]; 
always @(posedge clk) begin
    if(rst_n == 1'b0) begin
        for(int i = 0; i<32; i++) begin
            registers[i] <= 32'b0;
        end
    end 
    else if(write_enable == 1'b1 && address3 != 0) begin
        registers[address3] <= write_data;
    end
end
always_comb begin : readLogic
    read_data1 = registers[address1];
    read_data2 = registers[address2];
end
endmodule
[design/flow/run.sh]
#!/bin/bash
# OpenROAD 26Q1-2900-gdf79404cd8, Yosys 0.63+post, stock flow scripts
make -C /OpenROAD-flow-scripts/flow DESIGN_CONFIG=/design/flow/config.mk WORK_HOME=/design/flow/orfs finish
==> metrics.cfg <==
[clock_network]
post_cts_resize_count=0
tritoncts_sink_count=1024
cts_root_buf=clkbuf_16
cts_tree=built
post-cts-setup-buffer-count=0
numCtsBuffers=116
clk_pin_slew_ns=0.06
htree_num_levels=3
cts.hold.buffers_added=0
maximum_buffer_depth_of_the_clock_tree=3

[routing]
detail_route.drc_violations=0
route.detailed.wl_per_inst_um=30.7
drt.antenna.violating_nets=0
dr.pass1.iters=6
dr_total_vias=38000
vias_per_cell=6.13
totalWireLength_um=190000
detailedRoute.firstIterationViolations=2380

[logic_synthesis]
syn_area_per_cell_um2=12.1
synth-async-reset-ratio=0
synth.lib_cells_used.distinct=32
post_synth_instance_area_um2=55700
synthCells=4609
dominant_cell_area_share=0.552
dominantRegCellSynth=edfxtp_1
synth-edff-count=1024
yosys.area.top_type=edfxtp_1
topCellsByArea=edfxtp_1 55%, mux2i_1 18%, and2_1 11%
ys_top_cells_by_count=1024 x edfxtp_1, 1024 x mux2i_1, 994 x and2_1
synth-seq-area-share=0.552
yosys_instances=4609
synthesis.yosys.warnings=1
synth_flops=1024
ys_area_um2=55700

[job]
timing.max_cap.violations=0
warnings=26

[worst_setup_path]
critical_path.max_fanout=27
path_class=in -> out
crit_arrival_ns=8.24
critical-path-max-stage-delay_ns=0.84
crit_chain=clkdlybuf4s50_1 > nor2b_4 > buf_4 > buf_4 > buf_4 > a22o_1 > nor3_1 > a31oi_1 > nand3_1 > clkdlybuf4s50_1
critical-path-top-cell-by-count=buf_4
startpoint_class=primary input
critPathRequiredTime_ns=15.36
critical_path.endpoint_type=output port
cpMaxStageDelayCell=nor2b_4

[place]
hpwlAfterDp_um=108000
numPortBuffers=113
globalplace.congestion=0.913
setup_slack_after_placement_ns=7.20
post-place-cells=5965

[sta]
finalCritPeriodShare=0.629
max_freq_ghz=0.0828
worst_slew_pin_slew_ns=0.965
final_total_negative_setup_slack_ns=0
final.hold.worst_slack_ns=3.93
number_of_hold_violations_in_the_final_report=0
max_slew_margin=0.356
post-route-worst-setup-slack_ns=7.12
post-route-min-period_ns=12.08
final_max_slew_viols=0
grt_setup_unrepaired=false
setup_viol=0

[layout]
finished_layout_cells=6198
largest_register_ff_count=1024
drive_above_1_share=0.0905
registers.top_by_ff_count=registers
area_growth_syn_to_layout_pct=12.1
reg_top3=registers x1024

[power]
power.density_nw_per_um2=87.7
vdd_drop_max_v=0.0000772
leakage_nw=24.2

[status]
outcome=finished, final reports clean

[grt]
vias_in_the_first_global_route=38600
grt_first_pass_wirelength_um=271000
grt_antenna_before_repair=9
maximum_number_of_pins_on_one_net_before_global_route_repair=90
combined_global_route_utilization_of_all_metal_layers=0.369
gr-total-overflow=0

[floorplan]
ios=114
chipArea_um2=113000
fp-utilization=0.504
die-width_um=336
die-height_um=336
core_region_area_um2=111000
floorplan.rows=122

[hold_path]
worstHoldPathType=in -> reg

-- metrics by stage --
step	util	area (µm²)	total power, W
2_1_floorplan	-	55800	0.00305
3_3_place_gp	0.531	58700	0.00332
3_5_place_dp	0.531	58700	0.00332
4_1_cts	0.565	62400	0.00550
5_1_grt	0.565	62500	0.00564
6_report	0.565	62500	0.00548
-- cells in the final DEF (no fill, tap or decap), drive strengths merged --
master            n
mux2i          1024
edfxtp         1024
and2            994
nand2           197
nand3           193
a22oi           192
a21oi           192
buf             177
clkbuf          131
a22o            128
clkdlybuf4s50   110
clkinv           65
nor3             64
a31oi            64
nor2             35
conb             32
o21ai            31
diode            16
bufinv           12
clkinvlp          5
inv               5
nor2b             4
nand2b            4
nand3b            3
or2               2
or3b              2
or3               2
nand4             1
nand4b            1
-- cells by family (layout without fill, tap and decap cells) --
group,count (synthesis),after routing,synth area share
other,1,48,0.0000673
DFF,1024,1024,0.552
AOI/OAI and AO/OA,607,607,0.0732
muxes,1024,1024,0.184
buffers and inverters,451,505,0.0371
and+or+nand+nor,1502,1502,0.154
-- layer usage --
layer | GRT usage | share of wire
met4 | 0.115 | 0.038
met2 | 0.515 | 0.44
met5 | 0.0170 | 0.00099
met1 | 0.501 | 0.37
met3 | 0.228 | 0.15
-- path summary, 6_finish.rpt --
kind | start | to | slack (ns) | cells past startpoint
worst max-delay path | address2[2] | read_data2[14] | 7.12 | 10
worst min-delay path | rst_n | registers[18][28]$_SDFFCE_PN0P_ | 3.93 | 3
-- critical path, delay by kind of cell --
family | cells | cell delay, ns
buffers and inverters | 5 | 2.67
and+or+nand+nor | 3 | 1.21
AOI/OAI and AO/OA | 2 | 0.43
-- area by class of cell --
type | count | area (µm²)
clock inverter | 86 | 727
sequential | 1024 | 30700
inverter | 1 | 3.75
clock buffer | 131 | 3000
tap | 1488 | 1860
timing repair buffer | 287 | 2480
fill | 8829 | 48000
antenna | 16 | 40.0
multi-input combinational | 3165 | 23600
-- power by group --
part / total [W] / internal (W) / switching (W) / leakage [nW]
sequential: 0.00264 / 0.00258 / 0.0000592 / 9.75
clock: 0.00219 / 0.00127 / 0.000918 / 1.83
combinational: 0.000644 / 0.000236 / 0.000407 / 12.6
No activity file was given, so power comes from the tool's default toggle rates.
